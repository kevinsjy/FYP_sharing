--- ./run.sh ---
#!/bin/bash
# OpenROAD 26Q1-2900-gdf79404cd8, Yosys 0.63+post, stock flow scripts
make -C /OpenROAD-flow-scripts/flow DESIGN_CONFIG=/design/flow/config.mk WORK_HOME=/design/flow/orfs finish
--- ./config.mk ---
export PLATFORM = sky130hd
export DESIGN_NAME = DM
export DESIGN_NICKNAME = DM
export VERILOG_FILES = /design/flow/design.v
export SDC_FILE = /design/flow/constraint.sdc
export NUM_CORES = 4
export LEC_CHECK = 1
export CORE_UTILIZATION = 50
export SYNTH_MEMORY_MAX_BITS = 65536
--- ./constraint.sdc ---
current_design DM

set clk_period 44.4
set clk_io_pct 0.2

create_clock -name clk0 -period $clk_period [get_ports {clk}]

set non_clock_inputs [all_inputs -no_clocks]
set_input_delay [expr $clk_period * $clk_io_pct] -clock clk0 $non_clock_inputs
set_output_delay [expr $clk_period * $clk_io_pct] -clock clk0 [all_outputs]
--- ./design.v ---
module DM
    (
        input               clk,
        input               rst,
        input               MemWrite,
        input               MemRead,
        input wire [31:0]   w_addr_i,
        input wire [31:0]   w_data_i,
        output wire [31:0]   r_data_o
    );
    reg [31:0]mem_data [255:0];                  
    integer i;
    assign r_data_o = (MemRead) ? mem_data[w_addr_i>>2] : 32'b0;
    always @(posedge clk) begin 
        if (rst==1) begin                               
            for(i = 0; i< 256; i = i+1 ) begin
            mem_data [i] <= i;
            end
        end else if (MemWrite)  begin
            mem_data[w_addr_i>>2] <= w_data_i;
        end
    end
endmodule 
==> flow_summary.json <==
{
  "grt_max_degree": 98,
  "dp.cells": 33318,
  "yosys_register_bits": 8192,
  "firstDrtPassIters": 6,
  "ys_sh_aoi_pct": 2.78,
  "cts_buffer_depth": 4,
  "warnings": 51,
  "ys_sh_mux_pct": 12.6,
  "gp_congestion": 0.944,
  "edf_count": 8192,
  "avgSynthCellArea_um2": 15.0,
  "synth.most_common_cell": "edfxtp_1",
  "vias": 206299,
  "ys_chip_area_um2": 373000,
  "timing.fmax_mhz": 38.0,
  "required_ns": 35.52,
  "wl_per_cell_um": 32.9,
  "instances_no_fill": 34918,
  "cts_tree": "built",
  "final_max_slew_viol_count": 0,
  "finalClockPeriodUsage_pct": 59.2,
  "static-leakage-power_nw": 142,
  "period_minus_slack_ns": 26.30,
  "pre_cts_slack_ns": 18.31,
  "async_flop_share_pct": 0,
  "grt_overflow": 0,
  "drv_cap": 0,
  "synth_cell_types": 54,
  "common_cells": "edfxtp_1 (8192), and2_1 (7176), clkbuf_1 (2125), mux2i_1 (1519), mux4_2 (1417)",
  "port_buffers": 75,
  "htree_levels": 6,
  "syn_to_final_growth_pct": 10.4,
  "holdBufCountCts": 0,
  "min_to": "mem_data[9][8]",
  "crit_type": "in -> out",
  "route.detailed.drc": 0,
  "largest_register_ffs": 8192,
  "xor_area_share_pct": 0,
  "topCellsByArea": "edfxtp_1 (66%), and2_1 (12%), mux4_2 (8.6%)",
  "cts-root-buf": "clkbuf_16",
  "grt_pass1_wl_um": 1620000,
  "core-area_um2": 742000,
  "end_kind": "output port",
  "worstHoldStart": "w_data_i[8]",
  "arrival_ns": 17.42,
  "drive_above_1_share_pct": 17.3,
  "cp_max_fo": 83,
  "synth.logic.top_family": "simple AND/OR/NAND/NOR gates",
  "yosys_most_used_dff": "edfxtp_1",
  "hold_class": "in -> reg",
  "synth_area_leader_cell": "edfxtp_1",
  "simple_gate_share_pct": 15.6,
  "setup_tns_ns": 0,
  "yosys_cells": 24819,
  "clk_pin_slew_ns": 0.06,
  "timing.final.ws_setup_ns": 18.10,
  "antenna_left": 0,
  "cts_resized": 0,
  "numCtsBuffers": 856,
  "post-dp-hpwl_um": 696000,
  "grt_pass1_vias": 215860,
  "tightest_slew_ns": 1.34,
  "hold_depth": 2,
  "status": "completed",
  "largestRegisters": "mem_data (8192)",
  "max_slew_margin_pct": 9.99,
  "setup_viol": 0,
  "rsz0062_at_grt": "no",
  "row_count": 316,
  "vdd_drop_max_v": 0.0000457,
  "synthCells": 24819,
  "ys.warnings.count": 1,
  "yosysSeqAreaShare_pct": 66.0,
  "drt_iter0_drc": 12895,
  "die_w_um": 865,
  "cp-start-kind": "input pin",
  "grt.total_usage_pct": 34.2,
  "syn_area_um2": 373000,
  "antenna_found_initial": 58,
  "initCoreUtil_pct": 50.3,
  "cts_setup_buffers": 0,
  "routed_wl_um": 1150000,
  "dieHeight_um": 865,
  "io_pins": 100,
  "cts.sinks": 8192,
  "largest_register": "mem_data",
  "top_area_share_pct": 66.0,
  "finalHoldViolCount": 0,
  "ys_sh_adder_pct": 0,
  "p_per_area_nw_per_um2": 41.5,
  "via_per_inst": 5.91,
  "die_area_um2": 749000
}
## metal layers
layer | share of wire, % | up-vias | track usage, %
li1 | - | 90927 | -
met1 | 32 | 102648 | 44.2
met2 | 45 | 10652 | 47.8
met3 | 17 | 2006 | 23.8
met4 | 5.3 | 66 | 13.2
met5 | 0.22 | - | 2.51
## cells by family after synthesis
kind of cell,Yosys count
AND/OR/NAND/NOR,9566
flip-flops,8192
multiplexers,2937
buffers and inverters,2687
AND-OR/OR-AND,1437
## worst max-delay path, stage by stage
cell and delay, ns:
buf_16 0.28, buf_4 0.55, buf_4 0.66, buf_4 0.60, buf_4 0.59, buf_4 0.67, buf_4 0.72, buf_12 0.55
mux2i_1 0.27, o22ai_1 0.11, nor4_2 1.06, buf_4 0.25, a41oi_1 0.16, nor2_1 0.63, buf_4 0.30, a221oi_1 0.09
buf_4 0.20, clkdlybuf4s50_1 0.42
## through the flow
step / power (mW) / hold WS, ns / instance area (um^2) / util (%)
after global routing: 17.6 / 8.18 / 412000 / 55.5
after detailed placement: 10.4 / 9.41 / 386000 / 52.0
after global placement: 10.4 / 9.41 / 385000 / 52.0
final: 17.1 / 8.20 / 412000 / 55.5
after floorplan: 9.81 / 9.22 / 373000 / -
after CTS: 17.2 / 8.11 / 412000 / 55.5
## where the power goes
part           switching, mW  internal, mW
Clock                   3.02          3.77
Sequential            0.0907          8.88
Combinational          0.902         0.421
Total                   4.02          13.1
## worst max-delay path by stage
stage / startpoint / depth (start not counted) / to
global route: w_addr_i[3] / 18 / r_data_o[14]
CTS: w_addr_i[3] / 18 / r_data_o[14]
finish: w_addr_i[3] / 18 / r_data_o[14]
## placed cells by master, fill, tap and decap left out, drive strengths merged, types with 43 or more instances in the layout
master,Yosys,final
a21oi,128,128
a221oi,95,95
a22oi,479,479
a31oi,64,64
and2,7179,7179
buf,554,1288
clkbuf,2128,1089
clkinv,1,405
diode,0,43
edfxtp,8192,8192
mux2i,1519,1519
mux4,1417,1417
nand2,248,248
nand3,267,267
nor2,351,351
nor4,128,128
o2111ai,64,64
o211ai,96,96
o22ai,378,378
or2,258,258
or3,991,991
## layout make-up
type,count,area (um^2)
clock inverters,468,3590
fillers,56576,330000
multi-input cells,13940,117000
inverters,5,26.3
clock buffers,1089,22500
diodes,43,108
well taps,9858,12300
flip-flops and latches,8192,246000
repair buffers,1323,10400
Power is estimated from default activity; no workload was simulated.
