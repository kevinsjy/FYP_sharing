**config.mk**
```make
export PLATFORM = sky130hd
export DESIGN_NAME = WB
export DESIGN_NICKNAME = WB
export VERILOG_FILES = /design/flow/design.v
export SDC_FILE = /design/flow/constraint.sdc
export NUM_CORES = 4
export LEC_CHECK = 1
export CORE_AREA = 10 10 70 70
export DIE_AREA = 0 0 80 80
```
**constraint.sdc**
```tcl
current_design WB

set clk_period 1.0
set clk_io_pct 0.2

create_clock -name clk0 -period $clk_period

set non_clock_inputs [all_inputs -no_clocks]
set_input_delay [expr $clk_period * $clk_io_pct] -clock clk0 $non_clock_inputs
set_output_delay [expr $clk_period * $clk_io_pct] -clock clk0 [all_outputs]
```
**design.v**
```verilog
module WB(
    input               MemtoReg,
    input [31:0]        memory_data,
    input [31:0]        alu_data,
    output reg [31:0]   write_data_o
);
    always @(*) begin
        case(MemtoReg)
        1'b1:       write_data_o <= memory_data;
        1'b0:       write_data_o <= alu_data;
        default:    write_data_o <= 32'b0;
        endcase
    end
endmodule 
```
**run.sh**
```bash
#!/bin/bash
# OpenROAD 26Q1-2900-gdf79404cd8, Yosys 0.63+post, stock flow scripts
make -C /OpenROAD-flow-scripts/flow DESIGN_CONFIG=/design/flow/config.mk WORK_HOME=/design/flow/orfs finish
```
==> summary.rpt <==
FLOW METRICS REPORT
----------------------------------------------------
[Status]
  Result of the run ........................ finished, violations left
  Violated checks ........................ setup timing

[Floorplanning]
  Floorplan-stage core utilization ........................ 0.159
  Horizontal die dimension ........................ around 80 µm
  Full die area ........................ 0.00640 mm²
  Core Footprint ........................ 0.00342 mm²
  Number of top-level pins ........................ 97
  FP Rows ........................ 21
  Floorplan die height ........................ about 80 µm

[Drt]
  Via Count ........................ 705
  Total wire length after detailed routing ........................ 2850 µm
  Total inserted antenna cells ........................ 0
  Detailed-routing iteration count for the pre-antenna-repair pass ........................ 2
  Number of design rule violations left after detail routing ........................ 0
  Routed length per placed instance ........................ around 16 µm
  First DRT Iteration DRCs ........................ 2
  Residual antenna-violating net count after detailed routing ........................ 0
  Via density per instance ........................ 3.90

[Layout]
  Clock buffer instance count of the final layout ........................ 0
  Area Overhead vs Synth ........................ 178%
  Share of the core filled with cells in the final layout ........................ 0.443
  Proportion of layout cells with a drive suffix above 1 ........................ 0.526
  Area occupied by registers ........................ 0 µm²
  Flip-flop and latch count ........................ 0
  Post-route design area ........................ 0.00151 mm²

[Yosys]
  Synthesized netlist cell count ........................ 36
  Top post-synthesis cells by count ........................ sky130_fd_sc_hd__mux2_4 (30), sky130_fd_sc_hd__buf_12 (3), sky130_fd_sc_hd__mux2_2 (2)
  Biggest area contributors in the synthesized netlist ........................ sky130_fd_sc_hd__mux2_4 (83%), sky130_fd_sc_hd__buf_12 (11%), sky130_fd_sc_hd__mux2_2 (4.1%)
  Synth Cell Area ........................ 544 µm²
  Most popular library cell in the synthesized design by count ........................ sky130_fd_sc_hd__mux2_4
  Yosys warning total ........................ 1
  Cell count listed in synth_stat.txt ........................ 36
  Synthesized area divided by synthesized cell count ........................ 15.1 µm²
  Register share after synthesis ........................ 0
  Top cell area share ........................ 0.828
  Post-synthesis cell type count ........................ 4
  Most area-hungry cell type in the Yosys netlist ........................ sky130_fd_sc_hd__mux2_4
  Yosys-reported design area after synthesis ........................ 544 µm²

[GRT]
  First-pass GRT wire length ........................ roughly 4000 µm
  Via count of the first global-routing pass ........................ 760
  Remaining global-route overflow ........................ 0
  Global routing usage summed across all routing layers ........................ 0.0790
  Maximum number of pins on one net before global-route repair ........................ 10
  Antenna violations before repair ........................ 0

[Setup path]
  CP Class ........................ in2out
  Critical path data arrival time ........................ between 800 and 900 ps
  Startpoint Class ........................ primary input
  Delay of the slowest cell on the worst path ........................ 290 ps
  Capturing element type of the critical path ........................ output port
  Slowest cell on the critical path ........................ sky130_fd_sc_hd__mux2_4
  Cell breakdown of the critical path ........................ buf_12, clkbuf_16, mux2_4, buf_2
  Startpoint of the worst setup timing path ........................ MemtoReg
  Data required time of the worst path ........................ 800 ps
  Top fanout value on the critical path ........................ 6

[Final timing]
  Worst setup slack after layout ........................ -90.4 ps
  F_max ........................ 917 MHz
  Worst Hold Slack ........................ 795 ps
  Period utilization ........................ 1.09
  Final number of setup-violating endpoints ........................ 32
  Least-Margin Pin Slew ........................ 96.7 ps
  Time the final worst path needs with I/O delays and setup ........................ 1090 ps
  Unrepaired setup endpoints after global routing ........................ true
  Final Hold Viols ........................ 0
  Normalized max-slew margin ........................ 0.936
  Pins over their slew limit ........................ 0

[Placed design]
  Global placer's final weighted congestion ........................ 0.778
  Area after detailed placement ........................ approximately 0.0015 mm²
  Post-DP HPWL ........................ roughly 2400 µm
  Tally of buffers added on design ports ........................ 97

[Run]
  OpenROAD warning count ........................ 34
  Max-cap violation count ........................ 0

[Power and ir drop]
  Power density over the cells ........................ a little under 400 mW/mm²
  Max rail drop VDD ........................ 0.167 mV
  Static leakage ........................ 0.833 nW

[Min path]
  Worst hold-check path type ........................ in2out
  Startpoint of the worst hold path ........................ alu_data[24]

[Clock network]
  Total of hold buffers inserted after clock tree synthesis ........................ 0

----------------------------------------------------
-- final timing paths --
path                           end  slack [ps]  depth (start not counted)
setup / recovery   write_data_o[6]         -90                          4
hold / removal    write_data_o[24]         800                          3
-- cells by family after synthesis --
kind of cell	Yosys count	synth area share
buffers and inverters	4	0.131
multiplexers	32	0.869
-- layout make-up --
cell class,count,area [µm²]
fill,367,1900
multi-input combinational,32,480
tap,46,57.6
timing repair buffer,103,976
-- layer usage --
layer,vias up,share of wire,GRT usage
li1,339,-,-
met1,315,0.42,0.0929
met2,51,0.48,0.140
met3,0,0.10,0.0295
met4,0,0,0
met5,-,0,0
-- layout by cell type, fill, tap and decap left out, drive strengths merged --
cell,netlist,layout
mux2,32,32
clkbuf,0,1
buf,4,38
dlygate4sd2,0,64
-- metrics by stage --
step           setup TNS (ps)  cells  setup slack (ps)  power (W)
2_1_floorplan               0     36              66.9   0.000206
3_3_place_gp           -15250    177              -493   0.000654
3_5_place_dp           -15300    177              -499   0.000657
4_1_cts                 -2530    180             -91.3   0.000585
5_1_grt                 -3000    181              -108   0.000627
6_report                -2350    181             -90.4   0.000581
-- power breakdown --
group / switching (W) / internal, W / total [W]
combinational: 0.000131 / 0.000450 / 0.000581
sequential: 0 / 0 / 0
clock: 0 / 0 / 0
total: 0.000131 / 0.000450 / 0.000581
-- repair_timing --
action                                  4_1_cts  5_1_grt
gates cloned                                  3        1
endpoints found under the setup margin       32       32
setup buffers                                 0        0
resized                                     184        0
-- worst max-delay path: cells and delay by family --
kind | cells | cell delay (ps)
mux | 1 | 290
buf+inv | 3 | 400
Power is estimated from default activity; no workload was simulated.
